## flow/run.sh

```bash
#!/bin/bash
# OpenROAD 26Q1-2900-gdf79404cd8, Yosys 0.63+post, stock flow scripts
make -C /OpenROAD-flow-scripts/flow DESIGN_CONFIG=/design/flow/config.mk WORK_HOME=/design/flow/orfs finish
```

## flow/config.mk

```make
export PLATFORM = sky130hd
export DESIGN_NAME = memory_arbiter
export DESIGN_NICKNAME = memory_arbiter
export VERILOG_FILES = /design/flow/design.v
export SDC_FILE = /design/flow/constraint.sdc
export NUM_CORES = 4
export LEC_CHECK = 1
export CORE_AREA = 10 10 137 137
export DIE_AREA = 0 0 147 147
```

## flow/constraint.sdc

```tcl
current_design memory_arbiter

set clk_period 1.0
set clk_io_pct 0.2

create_clock -name clk0 -period $clk_period [get_ports {clk}]

set non_clock_inputs [all_inputs -no_clocks]
set_input_delay [expr $clk_period * $clk_io_pct] -clock clk0 $non_clock_inputs
set_output_delay [expr $clk_period * $clk_io_pct] -clock clk0 [all_outputs]
```

## flow/design.v

```verilog
`timescale 1ns/1ps
module memory_arbiter #(
    parameter NUM_BANKS = 4,
    parameter ADDR_WIDTH = 16,
    parameter DATA_WIDTH = 32
) (
    input logic clk,
    input logic rst_n,
    input logic [NUM_BANKS-1:0] m_req,
    input logic [NUM_BANKS-1:0][ADDR_WIDTH-1:0] m_addr,
    input logic [NUM_BANKS-1:0] m_wr,
    input logic [NUM_BANKS-1:0][DATA_WIDTH-1:0] m_wdata,
    output logic [NUM_BANKS-1:0] m_gnt,
    output logic [NUM_BANKS-1:0][DATA_WIDTH-1:0] m_rdata,
    output logic [NUM_BANKS-1:0] m_rdy
);
    logic [NUM_BANKS-1:0] bank_busy;
    logic [$clog2(NUM_BANKS)-1:0] next_bank;
    always_ff @(posedge clk or negedge rst_n) begin
        if (!rst_n) begin
            bank_busy <= '0;
            next_bank <= '0;
        end else begin
            for (int i = 0; i < NUM_BANKS; i++) begin
                if (m_req[i]) begin
                    if (!bank_busy[i]) begin
                        bank_busy[i] <= 1'b1;
                        m_gnt[i] <= 1'b1;
                        m_rdy[i] <= 1'b1;
                        if (m_wr[i]) begin
                        end else begin
                        end
                    end else begin
                        m_gnt[i] <= 1'b0;
                        m_rdy[i] <= 1'b0;
                    end
                end else begin
                    bank_busy[i] <= 1'b0;
                    m_gnt[i] <= 1'b0;
                    m_rdy[i] <= 1'b0;
                end
            end
            next_bank <= (next_bank == NUM_BANKS - 1) ? '0 : next_bank + 1;
        end
    end
endmodule
```

==> impl_metrics.env <==
# implementation run metrics
export IMPL_status="finished clean"
export IMPL_die_y_um=147
export IMPL_numSynthFlops=8
export IMPL_max_freq_mhz=1000
export IMPL_top_area_cell="buf_4"
export IMPL_die_x_um=147
export IMPL_warning_count=223
export IMPL_cpPeakStageDelay_ns=0.42
export IMPL_fp_util_pct=8.02
export IMPL_worstSkewPairLatency_ns=0.23
export IMPL_period_used_pct=99.6
export IMPL_cp_end_kind="primary output"
export IMPL_ctsRootBufferMaster="clkbuf_16"
export IMPL_seq_power_share_pct=33.8
export IMPL_finalCriticalPeriod_ns=0.996
export IMPL_path_cells="buf_2"
export IMPL_syn_to_final_growth_pct=-5.62
export IMPL_edf_count=4
export IMPL_vias_per_cell=1.29
export IMPL_yosys_area_um2=1270
export IMPL_common_cells="buf_4 (132), dfrtp_1 (4), edfxtp_1 (4), nor2b_4 (4), conb_1 (1)"
export IMPL_worstPathRequired_ns=0.80
export IMPL_rows=46
export IMPL_async_flop_share_pct=50.0
export IMPL_fin_skew_ns=0.000238
export IMPL_synthFlopType="edfxtp_1"
export IMPL_setup_viol=0
export IMPL_yosys_area_top_type_share_pct=78.0
export IMPL_h_tree_depth=1
export IMPL_grt_max_degree=6
export IMPL_cp_start_kind="flop"
export IMPL_n_antenna_cell=0
export IMPL_critPathKind="flop to primary output"
export IMPL_cts_tree="yes"
export IMPL_vias=483
export IMPL_cts_buffers=3
export IMPL_top_cell="buf_4"
export IMPL_gr_total_overflow=0
export IMPL_yosys_cells=145
export IMPL_syn_avg_cell_area_um2=8.76
export IMPL_postLayoutCellArea_um2=1200
export IMPL_drtIter0Drc=4
export IMPL_drive_gt1_share_pct=10.2
export IMPL_synth_seq_share_pct=17.3
export IMPL_fin_cells=373
export IMPL_hold_ws_ns=0.422
export IMPL_portBuffers=13
export IMPL_grt_pass1_wl_um=3200
export IMPL_critPathTopFamily="flip-flops"
export IMPL_switching_share_pct=18.3
export IMPL_grt_setup_unrepaired="yes"
export IMPL_synthCells=145
export IMPL_track_usage_pct=1.74
export IMPL_switchingPower_mw=0.207
export IMPL_synth_cell_type_count=5
export IMPL_antenna_found_initial=0
export IMPL_globalplace_congestion=0.643
export IMPL_syn_area_um2=1270
export IMPL_worstPathMaxFanout=2
export IMPL_synthTopCellsByArea="buf_4 (78%), edfxtp_1 (9.5%), dfrtp_1 (7.9%), nor2b_4 (4.3%), conb_1 (0.30%)"
export IMPL_wl_um=2440
export IMPL_leakage_nw=0.628
export IMPL_clockPowerShare_pct=58.2
export IMPL_comb_power_share_pct=8.1
export IMPL_yosys_warnings=129
export IMPL_final_max_slew_violation_count=0
export IMPL_dp_cells=370
export IMPL_dr_pass1_iters=2
export IMPL_postRouteAntennaNets=0
export IMPL_grt_pass1_vias=724
export IMPL_hp_class="input port to async pin"
export IMPL_core_area_um2=15800
export IMPL_slowest_stage="edfxtp_1"
export IMPL_drc=0
export IMPL_vdd_drop_max_mv=0.494
export IMPL_clkTransAtPathRegs_ns=0.03
export IMPL_cts_sinks=8
export IMPL_chipArea_um2=21600
export IMPL_io_pins=338
export IMPL_cell_internal_pwr_mw=0.924
export IMPL_hold_viol=0
export IMPL_arrival_ns=0.80
export IMPL_crit_buf_inv=1
export IMPL_maxCapViolCount=0
export IMPL_placed_area_um2=1160
export IMPL_hpwl_um=2310
export IMPL_detail_route_wl_per_cell_um=6.54
export IMPL_power_density_nw_per_um2=944
export IMPL_clockBufferDepth=2
cells by family after synthesis:
group	share of synthesized area [%]
simple gates	4.33
buf+inv	78.0
flops	17.3
other cells	0.295
per-stage QoR:
| stage | power [mW] | setup TNS, ns | utilization, % | setup slack (ns) |
|---|---|---|---|---|
| detailed placement | 0.509 | -1.23 | 7.35 | -0.117 |
| finish | 1.13 | 0 | 7.57 | 0.00371 |
| CTS | 1.16 | -0.124 | 7.57 | -0.0345 |
| global route | 1.19 | -0.164 | 7.57 | -0.0276 |
| floorplan | 0.758 | 0 | - | 0.346 |
| global placement | 0.511 | -1.20 | 7.35 | -0.116 |
sequential cells by signal, summed over array words and instances (netlist names):
name	cells
bank_busy	4
m_rdy	4
layout by cell type, fill, tap and decap left out:
cell type and instances:
conb_1 128, buf_4 1, clkdlybuf4s50_1 5, nor2b_4 4
dfrtp_1 4, clkbuf_16 3, buf_2 8, edfxtp_1 4
routing by layer:
layer	part of all wire [%]	GRT usage, %
met5	0	0
met4	0.61	0.248
met3	6.9	0.468
met2	50	3.33
met1	42	1.90
power groups by stage:
stage     Clock (mW)  Combinational [mW]  Sequential, mW
4_1_cts        0.669               0.107           0.384
5_1_grt        0.680               0.124           0.385
6_report       0.658              0.0914           0.382
worst paths after layout:
path | startpoint | endpoint | slack (ns) | cells past startpoint
hold reg to reg | bank_busy[3]$_DFF_PN0_ | m_rdy[3]$_SDFFCE_PN0P_ | 0.56 | 1
hold / removal | rst_n | bank_busy[3]$_DFF_PN0_ | 0.42 | 2
setup reg to reg | bank_busy[0]$_DFF_PN0_ | m_rdy[0]$_SDFFCE_PN0P_ | 0.35 | 1
setup / recovery | m_rdy[1]$_SDFFCE_PN0P_ | m_rdy[1] | 0.004 | 1
max in group asynchronous | rst_n | bank_busy[0]$_DFF_PN0_ | 0.48 | 2
min in group clk0 | m_req[1] | bank_busy[1]$_DFF_PN0_ | 0.44 | 1
cell type report:
type,count,area (um2)
Timing Repair Buffer,14,97.6
Clock buffer,3,75.1
Sequential cell,8,220
Multi-Input combinational cell,132,536
Tap cell,216,270
Fill cell,1858,14600
repair_timing:
| action | in CTS | in global routing |
|---|---|---|
| resized | 24 | 0 |
| hold buffers | 0 | 0 |
| endpoints found under the setup margin | 8 | 8 |
| buffers inserted | 0 | 0 |
No activity file was given, so power comes from the tool's default toggle rates.
