==> ./design.v <==
`timescale 1ns/1ps
module apb3_bridge #(
    parameter ADDR_WIDTH = 32,
    parameter DATA_WIDTH = 32
) (
    input wire                  pclk,
    input wire                  presetn,
    input wire [ADDR_WIDTH-1:0] paddr,
    input wire [DATA_WIDTH-1:0] pwdata,
    input wire                  pwrite,
    input wire                  psel,
    input wire                  penable,
    output reg [DATA_WIDTH-1:0] prdata,
    output reg                  pready,
    output reg                  pslverr
);
    reg [DATA_WIDTH-1:0] mem [0:(1<<ADDR_WIDTH)-1];
    always @(posedge pclk or negedge presetn) begin
        if (~presetn) begin
            prdata <= {DATA_WIDTH{1'b0}};
            pready <= 1'b0;
            pslverr <= 1'b0;
        end else if (psel && penable) begin
            if (pwrite) begin
                mem[paddr[ADDR_WIDTH-1:0]] <= pwdata;
                pready <= 1'b1;
                pslverr <= 1'b0;
            end else begin
                prdata <= mem[paddr[ADDR_WIDTH-1:0]];
                pready <= 1'b1;
                pslverr <= 1'b0;
            end
        end else begin
            pready <= 1'b0;
            pslverr <= 1'b0;
        end
    end
endmodule
==> ./run.sh <==
#!/bin/bash
# OpenROAD 26Q1-2900-gdf79404cd8, Yosys 0.63+post, stock flow scripts
make -C /OpenROAD-flow-scripts/flow DESIGN_CONFIG=/design/flow/config.mk WORK_HOME=/design/flow/orfs finish
==> ./config.mk <==
export PLATFORM = sky130hd
export DESIGN_NAME = apb3_bridge
export DESIGN_NICKNAME = apb3_bridge
export VERILOG_FILES = /design/flow/design.v
export SDC_FILE = /design/flow/constraint.sdc
export NUM_CORES = 4
export LEC_CHECK = 1
export CORE_UTILIZATION = 30
==> ./constraint.sdc <==
current_design apb3_bridge

set clk_period 1.0
set clk_io_pct 0.2

create_clock -name clk0 -period $clk_period [get_ports {pclk}]

set non_clock_inputs [all_inputs -no_clocks]
set_input_delay [expr $clk_period * $clk_io_pct] -clock clk0 $non_clock_inputs
set_output_delay [expr $clk_period * $clk_io_pct] -clock clk0 [all_outputs]
==> reports/results.txt <==
Status - finished with violations
Failing checks - negative hold slack, negative setup slack
Dominant flop cell - dfrtp_1
PwrDens - 1800 nW/um2
WP buf/inv - 1
Top-count cell post-synth - dfrtp_1
Die Footprint - 8160 um2
Yosys cell count - 105
Startpoint types - flop
GP Congestion - 0.744
Initial antenna violation count - 0
DR WL/cell - 14.1 um
F_max - 943 MHz
Fin. max-slew vios - 0
Die Y - 90.3 um
Crit path kind - reg -> out
MaxCap Viol Count - 0
Cells after Synth - 105
Leading area contributor after synthesis - edfxtp_1
Cell area after synthesis - 2340 um2
CP max stage cell - dfrtp_1
RSZ-0062 raised after global routing - yes
Critical path depth in cells - 1
Final hold vios - 33
Via density - 3.98
Width of the chip - 90.3 um
CP peak stage delay - 400 ps
Maximum vdd drop - 0.00110 V
Critical path capture point type - primary output
Synthesis area per yosys - 2340 um2
CP top delay family - flip-flops
Final core utilization - 48.1%
Pre-CTS setup slack - -621 ps
Syn-to-layout area delta - 52.2%
IO Port Bufs - 70
CTS Sinks - 65
Detailed placement HPWL - 2.99 mm
Worst R2R Path Depth - 3
Via count - 1274
Final setup violation count - 38
Pin count of the biggest net entering global routing - 34
Post-synthesis average cell area - 22.3 um2
Ratio of cells with drive above 1 in the final layout - 55.2%
Period utilisation layout - 106%
Final wirelength - 4.52 mm
Synth Warn # - 2
DRC - 0
Yosys reg bits - 65
P_leak - 1.60 nW
Core ar. - 7410 um2
Vias in the first global route - 1424
Io pins - 103
DR iter-0 viols - 40
Register area share after synthesis - 76.3%
Clk root buf - clkbuf_8
Post-route setup slack - -60.4 ps
Log Warnings - 61
Top cells, area - edfxtp_1 41%, dfrtp_1 35%, mux2_4 19%, buf_6 1.4%, mux2_2 0.96%
# rows - 31
Fin crit period - 1060 ps
Unique cell types - 10
CP required - 800 ps
Worst-path fanout max - 2
Clock-pin slew of the registers on the worst-case setup and hold paths - 70 ps
Worst hold path class - in -> async
Critical Path, Cell by Cell - buf_2
TritonCTS clock tree - yes
Final ANT Viol Nets - 0
Total congestion overflow - 0
Flip-flops with a built-in enable - 32
Clock buffer depth - 2
FP Util - 31.6%
Htree depth - 3
WHS - -81.9 ps
Number of buffers created by CTS - 9
Arr. time, crit path - 860 ps
Worst-Skew Late Latency - 340 ps
Layout fillers - 606
Area leader share - 41.0%
First-pass GRT wire length - 7.36 mm
Ys async rst share - 50.8%
Top cells by count, synth - 33 x dfrtp_1, 32 x edfxtp_1, 30 x mux2_4
Overall routing resource usage - 12.4%
DR pass1 iterations - 3
Layout Skew - 7.31 ps
# diodes - 0
state kept, by name, indices dropped and copies added, names as in the netlist:
name / count
mem: 32
prdata: 32
pready: 1
layer usage:
metal	up-vias	GRT usage (%)	part of all wire, %	routed length (um)
li1	602	-	-	-
met1	621	17.8	43	1950
met2	45	19.5	49	2230
met3	6	5.38	6.5	294
met4	0	0.806	0.84	38
met5	-	0	0	0
through the flow:
step	hold slack [ps]	setup TNS (ps)	power, mW	area, um2	std cells
floorplan	-95.6	-4460	3.49	2350	105
global placement	272	-36810	4.21	3280	284
detailed placement	293	-37220	4.22	3280	284
CTS	-85.0	-1890	6.47	3530	316
global route	-66.7	-2980	6.75	3560	320
finish	-81.9	-1080	6.42	3560	320
logic make-up (layout without fill, tap and decap cells):
| group | after synthesis | after routing | synth area share (%) |
|---|---|---|---|
| buffers and inverters | 4 | 120 | 1.76 |
| other | 1 | 1 | 0.160 |
| and+or+nand+nor | 3 | 3 | 1.55 |
| muxes | 32 | 32 | 20.2 |
| DFF | 65 | 65 | 76.3 |
worst paths after layout:
kind | from | endpoint | slack, ps
min in group clk0 | psel | pready | 110
max in group asynchronous | presetn | prdata[25] | 770
hold / removal | presetn | prdata[31] | -80
setup reg to reg | prdata[27] | prdata[27] | 0
setup / recovery | prdata[28] | prdata[28] | -60
hold reg to reg | mem[0][16] | prdata[16] | 480
power breakdown:
part	total, mW	switching, mW	internal (mW)
Clock	2.30	1.00	1.30
Combinational	0.949	0.222	0.728
Sequential	3.16	0.120	3.04
Total	6.42	1.34	5.07
layout make-up:
| cell class | instances | area (um2) | share of cell area [%] |
|---|---|---|---|
| tap | 99 | 124 | 3.48 |
| clock inverter | 6 | 65.1 | 1.83 |
| multi-input combinational | 36 | 519 | 14.6 |
| clock buffer | 10 | 149 | 4.18 |
| timing repair buffer | 104 | 920 | 25.8 |
| sequential | 65 | 1790 | 50.1 |
what timing repair did:
| item | in CTS | in global routing |
|---|---|---|
| setup buffers | 14 | 6 |
| cloned | 3 | 0 |
| endpoints found under the setup margin | 95 | 35 |
| resized | 114 | 1 |
| pin swaps | 2 | 0 |
| endpoints found under the hold margin | 33 | 33 |
placed cells by master, fill, tap and decap left out, types with 2 or more instances in the layout:
cell	Yosys	routed
buf_2	0	36
dfrtp_1	33	33
clkdlybuf4s50_1	0	32
edfxtp_1	32	32
mux2_4	30	30
buf_4	1	24
clkbuf_8	0	9
buf_12	0	6
mux2_2	2	2
clkinv_4	0	2
clkinv_2	0	2
buf_16	0	2
Power figures rest on the tool's default switching activity, not on a simulated workload.
