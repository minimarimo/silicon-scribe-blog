### /design/flow/design.v
`timescale 1ns/1ps
module fifo_gray #(
    parameter DATA_WIDTH = 8,
    parameter DEPTH      = 16
) (
    input  logic        clk,
    input  logic        rst_n,
    input  logic        push,
    input  logic        pop,
    input  logic [DATA_WIDTH-1:0] data_in,
    output logic [DATA_WIDTH-1:0] data_out,
    output logic        full,
    output logic        empty
);
    logic [DEPTH-1:0][DATA_WIDTH-1:0] mem;
    logic [$clog2(DEPTH)-1:0] write_ptr, read_ptr;
    logic [$clog2(DEPTH):0] fill_level;
    always_ff @(posedge clk or negedge rst_n) begin
        if (!rst_n) begin
            write_ptr <= '0;
            read_ptr  <= '0;
        end
        else begin
            if (push && !full) write_ptr <= (write_ptr >> 1) ^ write_ptr;
            if (pop  && !empty) read_ptr <= (read_ptr >> 1) ^ read_ptr;
        end
    end
    always_ff @(posedge clk or negedge rst_n) begin
        if (!rst_n) begin
            mem       <= '0;
            fill_level <= '0;
        end
        else begin
            if (push && !full) begin
                mem[write_ptr] <= data_in;
                fill_level <= fill_level + 1;
            end
            if (pop && !empty) begin
                data_out <= mem[read_ptr];
                fill_level <= fill_level - 1;
            end
        end
    end
    assign full  = (fill_level == DEPTH);
    assign empty = (fill_level == '0);
endmodule
### /design/flow/run.sh
#!/bin/bash
# OpenROAD 26Q1-2900-gdf79404cd8, Yosys 0.63+post, stock flow scripts
make -C /OpenROAD-flow-scripts/flow DESIGN_CONFIG=/design/flow/config.mk WORK_HOME=/design/flow/orfs finish
### /design/flow/config.mk
export PLATFORM = sky130hd
export DESIGN_NAME = fifo_gray
export DESIGN_NICKNAME = fifo_gray
export VERILOG_FILES = /design/flow/design.v
export SDC_FILE = /design/flow/constraint.sdc
export NUM_CORES = 4
export LEC_CHECK = 1
export CORE_AREA = 10 10 91 91
export DIE_AREA = 0 0 101 101
### /design/flow/constraint.sdc
current_design fifo_gray

set clk_period 4.8
set clk_io_pct 0.2

create_clock -name clk0 -period $clk_period [get_ports {clk}]

set non_clock_inputs [all_inputs -no_clocks]
set_input_delay [expr $clk_period * $clk_io_pct] -clock clk0 $non_clock_inputs
set_output_delay [expr $clk_period * $clk_io_pct] -clock clk0 [all_outputs]
==> git commit body <==
Log flow metrics for this revision

- Status: complete, no violations
- Final total negative setup slack: 0 ns
* Biggest area contributors in the synthesized netlist: dfrtp_1, edfxtp_1, mux2_1
- The leakage component of the power was reported as 0.000498 uW.
- Per STA, the worst path is made up of or4_4 > nor2_4 > clkdlybuf4s50_1.
- Sink count of the clock tree: 21
- Across every metal layer, demand over resource in global routing totals 3.76%.
- Among the non-sequential cells, multiplexers take the most area.
* Largest driver fanout on the critical path: 4
* Global-route wire length before repair: 3040 um
* Worst R2R End: fill_level[4]
* 1st-pass router iterations: 3
* # hold bufs at CTS: 0
- With fillers left out, the area of the finished cells amounts to 1320 um^2.
- Summed over all instances, the cell type with the most area after synthesis is dfrtp_1.
- Min-delay src: mem[4]
* Setup slack of the most critical reg-to-reg path: 2.23 ns
* Unrepaired setup endpoints after global routing: no
- Maximum count of clock buffers along a single path: 2
- Fillers: 685
- After detailed routing, the total wire length is 1870 um.
- Standard cell core area: 6350 um^2
- Combined flip-flop and latch cell area: 566 um^2
- Depth of the CTS H-tree: 1
* Pin count of the biggest net entering global routing: 15
- Once detail routing completed, the nets flagged for antenna violations numbered 0.
- The placement summary gives the final routability congestion estimate as 0.846.
* Most common library cells after synthesis: dfrtp_1, edfxtp_1, mux2_1
- Number of buffer and inverter stages on the critical path: 1
- Area of placed instances: 1270 um^2
- Slew HR: 56.8%
- Clock network latency to the later pin of the worst-skew pair: 0.25 ns
* Multiplexer fraction of the synthesized cell area: 13.5%
- Antenna violations before repair: 0
- Synthesized area per cell: 15.3 um^2
* Most used DFF post-synth: dfrtp_1
- Drt first-iter violations: 12
- Per the Yosys statistics, synthesis produced 63 cells.
* Clock tree from TritonCTS: yes
- Compared with the post-synthesis result, the final layout area differs by 36.4%.
- Across the run, the number of max-cap violations was 0.
- Counting flops with an async set or reset pin after synthesis yields a share of 61.9%.
* Routed vias: 552
- Number of antenna cells inserted: 0
- The warning tally printed by Yosys for this design is 1.
- Worst hold path stage count: 0
- Layout cells sized above 1: 12.5%
- After global routing the overflow that remains totals 0.
- Final setup violation count: 0
* OpenROAD warning count: 25
- The data arrival time reported for the critical path is 1.90 ns.
- The synthesized netlist devotes 9.47% of its cell area to simple gates.
- The synthesized netlist has a Yosys-reported chip area of 965 um^2.
* Initial Util: 15.2%
* Floorplan die area: 10200 um^2
- After clock tree synthesis, the setup repair step added 0 buffers.
* Required @ worst endpoint: 3.84 ns
- Startpoint of the lowest-slack register-to-register path: fill_level[0]
- Once detailed placement completed, the half-perimeter wirelength came to 1540 um.
- For the pin with the worst max-slew slack, the measured transition is 0.645 ns.
- Summing internal, switching and leakage power gives 603 uW.
- Die H: 101 um
- Clock root cell: clkbuf_8
* Maximum cell stage delay along the critical path: 0.59 ns
- According to the hold report, the worst path is of the reg2reg type.
- In the final report, the number of hold violations comes to 0.
- Looking at the gate-level netlist, the highest instance count belongs to dfrtp_1.
* Adder-cell area share of the yosys netlist: 5.97%
* Number of global-route vias before repair: 609
- After synthesis, flip-flops and latches occupy 58.6% of the total area.
- STA classifies the critical path startpoint as a flop.
* Vias per Instance: 3.35
- For the final database, setup skew stands at 0.00628 ns.
- Clock-pin slew on the worst setup and hold paths: 0.07 ns
- FF-to-FF path depth: 8
- Endpoint, Worst Hold: data_out[4]
* Quantity of gates resized following cts: 0
- MI comb area: 384 um^2
- Number of synthesized flops with an enable pin: 8
- Kind of capture point of the worst setup path: primary output
* Number of distinct library cells after synthesis: 27
* Post-synthesis instance total: 63
- Final critical path time including I/O delays and setup: 2.86 ns
* Top cell type's share of synthesized area: 33.7%
- Per the synth log, the flip-flop and latch total comes to 21.
* Slowest cell on crit path: or4_4
- The floorplan has 29 rows.
- Xor/xnor cell area share of the yosys netlist: 2.72%
- The buffer_ports step reported a buffer count of 21.
- The flow reported a cell area power density of 458 nW/um^2.
- Based on the critical path, the design can be clocked at up to 350 MHz.
* Clock buffers created by TritonCTS: 3
- Highest ir drop seen on vdd: 220 uV
- Top cell family by delay on the critical path: simple AND/OR/NAND/NOR gates
* Die Wd: 101 um
* Ports placed on the boundary: 22
- The critical path in this run is classified as reg2out.
* Synthesized cell area: 965 um^2
- The DRC violation total left in the routed layout is recorded as 0.
- Post-DR wirelength/cell: 11.3 um
- Final worst path period share: 59.5%
* Max-slew violation count: 0
- After Yosys synthesis, AND-OR and OR-AND compound gates account for 8.17% of the synthesized area.
## routing by layer
metal,global-route usage [%],routed length (um),vias up,share of wire [%]
li1,-,-,279,-
met1,4.96,845,261,45
met2,6.00,874,12,47
met3,1.39,150,0,8.0
met4,0.322,0,0,0
met5,0,0,-,0
## sequential cells by signal (all words and copies together), names as in the netlist
signal / cells
fill_level: 5
mem: 8
data_out: 8
## per-stage QoR
stage               hold slack (ns)  cells  worst slack (ns)  util [%]
floorplan                     0.418     63              2.38         -
global placement              0.425    161              1.95      20.0
detailed placement            0.430    161              1.94      20.0
CTS                           0.448    165              1.91      20.7
global route                  0.461    165              1.88      20.7
finish                        0.444    165              1.94      20.7
## worst max-delay path by stage
stage / from / endpoint / slack (ns) / cells after the start
final: fill_level[0] / empty / 1.94 / 3
after global routing: fill_level[0] / empty / 1.88 / 3
after CTS: fill_level[0] / empty / 1.91 / 3
## cells in the final DEF, fill, tap and decap left out, types with 2 or more instances in the layout
master	synthesis	routed
mux2_1	8	8
o211ai_1	2	2
clkdlybuf4s50_1	0	21
inv_1	3	3
xnor2_1	3	3
or2_1	2	2
dfrtp_1	13	13
mux2_4	2	2
ha_1	3	3
clkbuf_8	0	3
edfxtp_1	8	8
and2_1	2	2
## worst register-to-register path: cells and delay by family, from the launching register on
| kind | cells | cell delay [ns] |
|---|---|---|
| fa+ha+maj | 1 | 0.30 |
| buf+inv | 1 | 0.09 |
| flops | 1 | 0.44 |
| simple gates | 4 | 1.32 |
| compound gates | 2 | 0.36 |
## layout make-up
type                       instances  share of cell area [%]
inverter                           4                    1.14
timing repair buffer              21                    16.0
clock buffer                       4                    3.42
multi-input combinational         38                    29.2
tap                               77                    7.32
sequential                        21                    43.0
## where the power goes
group | switching, uW | total [uW] | internal (uW)
Clock | 53.4 | 112 | 58.9
Sequential | 45.3 | 277 | 232
Combinational | 86.7 | 214 | 128
Total | 185 | 603 | 418
## cell families (layout without fill, tap and decap cells)
family                     Yosys count  in the layout
AOI/OAI and AO/OA                    9              9
xor gates and xnor gates             3              3
adders and majority gates            4              4
buffers and inverters                4             29
DFF                                 21             21
muxes                               11             11
and+or+nand+nor                     11             11
Power and IR drop assume default switching activity.
